### ./design.v
module demux_1_to_4 (
    input i_data,
    input i_sel0,
    input i_sel1,
    output o_data0,
    output o_data1,
    output o_data2,
    output o_data3
);
assign o_data0 = !i_sel0 & !i_sel1 ? i_data : 1'b0;
assign o_data1 = !i_sel0 & i_sel1 ? i_data : 1'b0;
assign o_data2 = i_sel0 & !i_sel1 ? i_data : 1'b0;
assign o_data3 = i_sel0 & i_sel1 ? i_data : 1'b0;
endmodule
module demux_lfsr_top (
    input i_clk,
    input i_switch_1,
    input i_switch_2,
    output o_led_1,
    output o_led_2,
    output o_led_3,
    output o_led_4
);
reg r_lfsr_toggle = 1'b0;
wire w_lfsr_done;
lfsr_22 lfsr_inst(
    .i_clk(i_clk),
    .o_lfsr_data(),  
    .o_lfsr_done(w_lfsr_done)
);
always @(posedge i_clk) begin
    if (w_lfsr_done)
        r_lfsr_toggle <= !r_lfsr_toggle;
end
demux_1_to_4 demux_inst(
    .i_data(r_lfsr_toggle),
    .i_sel0(i_switch_1),
    .i_sel1(i_switch_2),
    .o_data0(o_led_1),
    .o_data1(o_led_2),
    .o_data2(o_led_3),
    .o_data3(o_led_4)
);
endmodule
module lfsr_22(
    input i_clk,
    output[21:0] o_lfsr_data,
    output o_lfsr_done
);
reg[21:0] r_lfsr;
wire w_xnor;
always @(posedge i_clk) begin
    r_lfsr <= {r_lfsr[20:0], w_xnor};
end
assign w_xnor = r_lfsr[21] ^~ r_lfsr[20];
assign o_lfsr_done = (r_lfsr == 22'd0);
assign o_lfsr_data = r_lfsr;
endmodule
### ./run.sh
#!/bin/bash
# OpenROAD 26Q1-2900-gdf79404cd8, Yosys 0.63+post, stock flow scripts
make -C /OpenROAD-flow-scripts/flow DESIGN_CONFIG=/design/flow/config.mk WORK_HOME=/design/flow/orfs finish
### ./config.mk
export PLATFORM = sky130hd
export DESIGN_NAME = demux_lfsr_top
export DESIGN_NICKNAME = demux_lfsr_top
export VERILOG_FILES = /design/flow/design.v
export SDC_FILE = /design/flow/constraint.sdc
export NUM_CORES = 4
export LEC_CHECK = 1
export CORE_AREA = 10 10 75 75
export DIE_AREA = 0 0 85 85
### ./constraint.sdc
current_design demux_lfsr_top

set clk_period 2.1
set clk_io_pct 0.2

create_clock -name clk0 -period $clk_period [get_ports {i_clk}]

set non_clock_inputs [all_inputs -no_clocks]
set_input_delay [expr $clk_period * $clk_io_pct] -clock clk0 $non_clock_inputs
set_output_delay [expr $clk_period * $clk_io_pct] -clock clk0 [all_outputs]
==> reports/metrics.yaml <==
synth_cells: 42
flop_cell: "dfxtp_1"
ir_drop_uv: 426.0
wl_per_cell_um: 7.794
synth_cell_types: 13
place_congestion: 0.7381
synth.cells.most_frequent: "dfxtp_1, inv_1, nor2_1"
critPathMostFrequentCell: "clkdlybuf4s50_1"
crit_path_start: "i_switch_1"
cp_max_fo: 4
maxSlewViolCount: 0
ios: 7
top_area_frac: 0.7505
yosys-stat-area_um2: 586.8
dp_cells: 98
setup_ws_ns: 0.1034
drc_errors: 0
ys.flops: 23
finalClockPeriodUsage: 0.9507
yosys.area.top_type: "dfxtp_1"
syn_area_um2: 586.8
clk_pin_slew_worst_paths_ns: 0.07
maxCapViolations: 0
drt_wl_total_um: 795
dr.pass1.iters: 2
grt.total_usage: 0.02189
swShare: 0.1722
topCellsByArea: "dfxtp_1, edfxtp_1, inv_1"
most_common_cell: "dfxtp_1"
dpl.hpwl_um: 548.3
fmax_mhz: 500.9
yosys.area_share.aoi: 0
die_y_um: 85
grt_pass1_vias: 297
insertedDiodeCount: 0
routed-via-count: 316
fp-row-count: 23
edf_count: 1
die-area_mm2: 0.007225
clock-sinks: 23
logic_family: "simple AND/OR/NAND/NOR gates"
drt_iter0_markers: 10
cts-root-buf: "clkbuf_8"
warning_count: 25
cts_buffer_depth: 2
yosys-stat-cells: 42
worst_pin_slew_ns: 0.2580
async_flop_share: 0
setup_viol: 0
vias_per_cell: 3.098
holdCritPathClass: "flop to flop"
finClkSkew_ns: 0.0008749
intPower_w: 0.0005806
hold_violations: 0
place_ws_ns: 0.06739
status: "completed"
max_stage_delay_ns: 0.51
cts_tree: "done"
powerDensity_mw_per_mm2: 920.4
rsz0062_at_grt: "no"
critPathArrivalTime_ns: 1.58
fin_crit_ns: 1.997
initCoreUtil: 0.1446
finalNonFillerCells: 102
maxSlewHeadroom: 0.8266
worstPathRequired_ns: 1.68
combPwrFrac: 0.014
antenna_left: 0
overflow: 0
coreArea_mm2: 0.004058
start_kind: "primary input"
port_buffers: 6
synth.area.mux_share: 0
reg2reg_from: "lfsr_inst.r_lfsr[20]$_DFF_P_"
antenna_found_initial: 0
ys_sh_xor: 0
grt_start_max_net_pins: 13
seqPwrFrac: 0.625
cp_slowest_cell: "clkdlybuf4s50_1"
cp_cell_sequence: "clkdlybuf4s50_1, nor3b_2, clkdlybuf4s50_1"
clock_power_share: 0.361
power_leakage_nw: 0.2811
area_delta_synth_final_pct: 29.85
grt_pass1_wl_um: 1331
syn_area_per_cell_um2: 13.97
fp.dieW_um: 85
drive_gt1_frac: 0.1154
h-tree-depth: 1
ys_sh_simple: 0.1514
timing.hold.ws_ns: 0.3535
worstHoldStart: "lfsr_inst.r_lfsr[18]$_DFF_P_"
crit_type: "primary input to output pin"
cp-end-kind: "output pin"
clock_latency_ns: 0.25
numCtsBuffers: 3
power.switching_w: 0.0001208
ys_seq_share: 0.8017
ys_warn_count: 2
cts_setup_buffers: 0
cts_hold_buf: 0
adder_share: 0.02132
finalSetupTns_ns: 0
layout make-up:
| cell class | count | area [µm²] |
|---|---|---|
| repair buffers | 6 | 62.56 |
| inverters | 4 | 15.01 |
| fillers | 424 | 3296 |
| multi-input cells | 15 | 106.4 |
| clock buffers | 4 | 45.04 |
| well taps | 50 | 62.56 |
| flip-flops and latches | 23 | 470.5 |
layer usage:
layer	vias up	routed length (µm)	GRT usage
li1	159	-	-
met1	148	439	0.02926
met2	9	268	0.02793
met3	0	88	0.01734
met4	0	0	0.001497
met5	-	0	0
registers in the layout, indices dropped and copies added, names as in the netlist:
name and flops:
lfsr_inst.r_lfsr 22, r_lfsr_toggle 1
kinds of logic (layout without fill, tap and decap cells):
logic type                 Yosys count  count (layout)
adders and majority gates            1               1
buffers and inverters                4              14
DFF                                 23              23
and+or+nand+nor                     14              14
layout by cell type (no fill, tap or decap), drive strengths merged:
master and count:
nor4b 1, clkdlybuf4s50 5, nor2 3, inv 4
ha 1, nand2 2, and3 1, nor4 3
nor3b 1, nand4 1, dlymetal6s2s 1, nor3 2
clkbuf 4, dfxtp 22, edfxtp 1
final timing paths:
path | endpoint | cells past startpoint | slack [ns]
max | o_led_3 | 3 | 0.10
min reg2reg | lfsr_inst.r_lfsr[19]$_DFF_P_ | 0 | 0.35
min | lfsr_inst.r_lfsr[19]$_DFF_P_ | 0 | 0.35
max reg2reg | r_lfsr_toggle$_DFFE_PN_ | 5 | 0.84
through the flow:
| stage | area [µm²] | total power [W] | util |
|---|---|---|---|
| final | 762.0 | 0.0007014 | 0.1878 |
| after detailed placement | 709.4 | 0.0004583 | 0.1748 |
| after global placement | 709.4 | 0.0004581 | 0.1748 |
| after global routing | 762.0 | 0.0007250 | 0.1878 |
| after CTS | 754.5 | 0.0007073 | 0.1859 |
| after floorplan | 586.8 | 0.0004495 | - |
what timing repair did:
item / 4_1_cts / 5_1_grt
setup endpoints to repair: 0 / 1
gates resized: 0 / 2
endpoints found under the hold margin: 0 / 0
critical path: cells and delay by family:
| family | cells | cell delay [ns] |
|---|---|---|
| buffers and inverters | 2 | 0.99 |
| and+or+nand+nor | 1 | 0.17 |
power by group through the flow:
stage	Combinational [W]	Sequential, W	Clock [W]
global route	0.0000110	0.000438	0.000276
finish	0.00000986	0.000439	0.000253
CTS	0.00000973	0.000439	0.000259
No activity file was given, so power comes from the tool's default toggle rates.
