File: design.v
module count_and_toggle #(COUNT_LIMIT = 10) (
    input i_clk,
    input i_enable,
    output reg o_toggle
);
reg [$clog2(COUNT_LIMIT-1):0] r_counter;
always @(posedge i_clk) begin
    if(i_enable == 1'b1) begin
        if(r_counter == COUNT_LIMIT - 1) begin
            o_toggle <= !o_toggle;
            r_counter <= 0;
        end
        else begin
            r_counter <= r_counter + 1;
        end
    end
    else begin
        o_toggle <= 1'b0;
    end
end
endmodule
module lfsr_22(
    input i_clk,
    output[21:0] o_lfsr_data,
    output o_lfsr_done
);
reg[21:0] r_lfsr;
wire w_xnor;
always @(posedge i_clk) begin
    r_lfsr <= {r_lfsr[20:0], w_xnor};
end
assign w_xnor = r_lfsr[21] ^~ r_lfsr[20];
assign o_lfsr_done = (r_lfsr == 22'd0);
assign o_lfsr_data = r_lfsr;
endmodule
module binary_to_7segment(
    input i_clk,
    input[3:0] i_binary_num,
    output o_segment_a,
    output o_segment_b,
    output o_segment_c,
    output o_segment_d,
    output o_segment_e,
    output o_segment_f,
    output o_segment_g
    );
    reg[6:0] r_hex_encoding;
    always @(posedge i_clk)
    begin
        case(i_binary_num)
            4'b0000 : r_hex_encoding <= 7'b1111110;  
            4'b0001 : r_hex_encoding <= 7'b0110000;  
            4'b0010 : r_hex_encoding <= 7'b1101101;  
            4'b0011 : r_hex_encoding <= 7'b1111001;  
            4'b0100 : r_hex_encoding <= 7'b0110011;  
            4'b0101 : r_hex_encoding <= 7'b1011011;  
            4'b0110 : r_hex_encoding <= 7'b1011111;  
            4'b0111 : r_hex_encoding <= 7'b1110000;  
            4'b1000 : r_hex_encoding <= 7'b1111111;  
            4'b1001 : r_hex_encoding <= 7'b1111011;  
            4'b1010 : r_hex_encoding <= 7'b1110111;  
            4'b1011 : r_hex_encoding <= 7'b0011111;  
            4'b1100 : r_hex_encoding <= 7'b1001110;  
            4'b1101 : r_hex_encoding <= 7'b0111101;  
            4'b1110 : r_hex_encoding <= 7'b1001111;  
            4'b1111 : r_hex_encoding <= 7'b1000111;  
            default : r_hex_encoding <= 7'b0000000;  
        endcase
    end
    assign o_segment_a = r_hex_encoding[6];
    assign o_segment_b = r_hex_encoding[5];
    assign o_segment_c = r_hex_encoding[4];
    assign o_segment_d = r_hex_encoding[3];
    assign o_segment_e = r_hex_encoding[2];
    assign o_segment_f = r_hex_encoding[1];
    assign o_segment_g = r_hex_encoding[0];
endmodule
module state_machine_project_top(
    input i_clk,
    input i_switch_1,
    input i_switch_2,
    input i_switch_3,
    input i_switch_4,
    output o_led_1,
    output o_led_2,
    output o_led_3,
    output o_led_4,
    output o_segment2_a,
    output o_segment2_b,
    output o_segment2_c,
    output o_segment2_d,
    output o_segment2_e,
    output o_segment2_f,
    output o_segment2_g,
	output o_segment2_digit
    );
    localparam GAME_LIMIT = 7;  
    localparam CLKS_PER_SEC = 25000000;  
    localparam DEBOUNCE_LIMIT = 250000;  
    wire w_switch_1, w_switch_2, w_switch_3, w_switch_4;
    wire w_segment2_a, w_segment2_b, w_segment2_c, w_segment2_d, w_segment2_e, w_segment2_f, w_segment2_g;
    wire[3:0] w_score;
    debounce_filter #(.DEBOUNCE_LIMIT(DEBOUNCE_LIMIT)) debounce_sw1(
        .i_clk(i_clk),
        .i_bouncy(!i_switch_1),  
        .o_debounced(w_switch_1)
    );
    debounce_filter #(.DEBOUNCE_LIMIT(DEBOUNCE_LIMIT)) debounce_sw2(
        .i_clk(i_clk),
        .i_bouncy(i_switch_2),
        .o_debounced(w_switch_2)
    );
    debounce_filter #(.DEBOUNCE_LIMIT(DEBOUNCE_LIMIT)) debounce_sw3(
        .i_clk(i_clk),
        .i_bouncy(i_switch_3),
        .o_debounced(w_switch_3)
    );
    debounce_filter #(.DEBOUNCE_LIMIT(DEBOUNCE_LIMIT)) debounce_sw4(
        .i_clk(i_clk),
        .i_bouncy(i_switch_4),
        .o_debounced(w_switch_4)
    );
    state_machine_game #(.CLKS_PER_SEC(CLKS_PER_SEC), .GAME_LIMIT(GAME_LIMIT)) game_inst(
        .i_clk(i_clk),
        .i_switch_1(w_switch_1),
        .i_switch_2(w_switch_2),
        .i_switch_3(w_switch_3),
        .i_switch_4(w_switch_4),
        .o_score(w_score),
        .o_led_1(o_led_1),
        .o_led_2(o_led_2),
        .o_led_3(o_led_3),
        .o_led_4(o_led_4)
    );
    binary_to_7segment scoreboard(
        .i_clk(i_clk),
        .i_binary_num(w_score),
        .o_segment_a(w_segment2_a),
        .o_segment_b(w_segment2_b),
        .o_segment_c(w_segment2_c),
        .o_segment_d(w_segment2_d),
        .o_segment_e(w_segment2_e),
        .o_segment_f(w_segment2_f),
        .o_segment_g(w_segment2_g)
    );
    assign o_segment2_a = w_segment2_a;
    assign o_segment2_b = w_segment2_b;
    assign o_segment2_c = w_segment2_c;
    assign o_segment2_d = w_segment2_d;
    assign o_segment2_e = w_segment2_e;
    assign o_segment2_f = w_segment2_f;
    assign o_segment2_g = w_segment2_g;
	assign o_segment2_digit = 1'b0;  
endmodule
module state_machine_game #(parameter CLKS_PER_SEC = 25000000, parameter GAME_LIMIT = 6)(
    input i_clk,
    input i_switch_1,
    input i_switch_2,
    input i_switch_3,
    input i_switch_4,
    output reg [3:0] o_score,
    output o_led_1,
    output o_led_2,
    output o_led_3,
    output o_led_4
    );
    localparam START = 3'd0;
    localparam PATTERN_OFF = 3'd1;
    localparam PATTERN_SHOW = 3'd2;
    localparam WAIT_PLAYER = 3'd3;
    localparam INCR_SCORE = 3'd4;
    localparam LOSER = 3'd5;
    localparam WINNER = 3'd6;
    reg[2:0] r_sm_main;
    reg r_toggle, r_switch_1, r_switch_2, r_switch_3, r_switch_4, r_button_dv;
    reg[1:0] r_pattern[0:10];  
    wire [21:0] w_lfsr_data;
    reg[$clog2(GAME_LIMIT)-1:0] r_index;  
    reg[1:0] r_button_id;
    wire w_count_en, w_toggle;
    always @(posedge i_clk)
    begin
        if(i_switch_1 & i_switch_2)
            r_sm_main <= START;
        else
        begin
            case(r_sm_main)
                START:
                begin
                    if(!i_switch_1 & !i_switch_2 & r_button_dv)
                    begin
                        o_score <= 0;
                        r_index <= 0;
                        r_sm_main <= PATTERN_OFF;
                    end
                end
                PATTERN_OFF:
                begin
                    if(!w_toggle & r_toggle)  
                        r_sm_main <= PATTERN_SHOW;
                end
                PATTERN_SHOW:
                begin
                    if(!w_toggle & r_toggle)  
                        if(o_score == r_index)
                        begin
                            r_index <= 0;
                            r_sm_main <= WAIT_PLAYER;
                        end
                        else
                        begin
                            r_index <= r_index + 1;
                            r_sm_main <= PATTERN_OFF;
                        end
                end
                WAIT_PLAYER:
                begin
                    if(r_button_dv)
                        if(r_pattern[r_index] == r_button_id && r_index == o_score)
                        begin
                            r_index <= 0;
                            r_sm_main <= INCR_SCORE;
                        end
                        else if(r_pattern[r_index] != r_button_id)
                            r_sm_main <= LOSER;
                        else
                            r_index <= r_index + 1;
                end
                INCR_SCORE:
                begin
                    o_score <= o_score + 1;
                    if(o_score == GAME_LIMIT - 1)
                        r_sm_main <= WINNER;
                    else
                        r_sm_main <= PATTERN_OFF;
                end
                WINNER:
                begin
                    o_score <= 4'hA;  
                end
                LOSER:
                begin
                    o_score <= 4'hF;  
                end
                default:
                    r_sm_main <= START;
            endcase
        end
    end
    always @(posedge i_clk)
    begin
        if(r_sm_main == START)
        begin
            r_pattern[0] <= w_lfsr_data[1:0];
            r_pattern[1] <= w_lfsr_data[3:2];
            r_pattern[2] <= w_lfsr_data[5:4];
            r_pattern[3] <= w_lfsr_data[7:6];
            r_pattern[4] <= w_lfsr_data[9:8];
            r_pattern[5] <= w_lfsr_data[11:10];
            r_pattern[6] <= w_lfsr_data[13:12];
            r_pattern[7] <= w_lfsr_data[15:14];
            r_pattern[8] <= w_lfsr_data[17:16];
            r_pattern[9] <= w_lfsr_data[19:18];
            r_pattern[10] <= w_lfsr_data[21:20];
        end
    end
    assign o_led_1 = (r_sm_main == PATTERN_SHOW && r_pattern[r_index] == 2'b00) ? 1'b1 : i_switch_1;
    assign o_led_2 = (r_sm_main == PATTERN_SHOW && r_pattern[r_index] == 2'b01) ? 1'b1 : i_switch_2;
    assign o_led_3 = (r_sm_main == PATTERN_SHOW && r_pattern[r_index] == 2'b10) ? 1'b1 : i_switch_3;
    assign o_led_4 = (r_sm_main == PATTERN_SHOW && r_pattern[r_index] == 2'b11) ? 1'b1 : i_switch_4;
    always @(posedge i_clk)
    begin
        r_toggle <= w_toggle;
        r_switch_1 <= i_switch_1;
        r_switch_2 <= i_switch_2;
        r_switch_3 <= i_switch_3;
        r_switch_4 <= i_switch_4;
        if(r_switch_1 & !i_switch_1)
        begin
            r_button_dv <= 1'b1;
            r_button_id <= 0;
        end
        else if(r_switch_2 & !i_switch_2)
        begin
            r_button_dv <= 1'b1;
            r_button_id <= 1;
        end
        else if(r_switch_3 & !i_switch_3)
        begin
            r_button_dv <= 1'b1;
            r_button_id <= 2;
        end
        else if(r_switch_4 & !i_switch_4)
        begin
            r_button_dv <= 1'b1;
            r_button_id <= 3;
        end
        else
        begin
            r_button_dv <= 1'b0;
            r_button_id <= 0;
        end
    end
    assign w_count_en = (r_sm_main == PATTERN_SHOW || r_sm_main == PATTERN_OFF);
    count_and_toggle #(.COUNT_LIMIT(CLKS_PER_SEC/4)) count_inst(
        .i_clk(i_clk),
        .i_enable(w_count_en),
        .o_toggle(w_toggle)
    );
    lfsr_22 lfsr_inst(
        .i_clk(i_clk),
        .o_lfsr_data(w_lfsr_data),
        .o_lfsr_done()  
    );
endmodule
module debounce_project_top(
    input i_clk,
    input i_switch_1,
    output o_led_1
);
    wire w_debounced_switch;
    debounce_filter #(.DEBOUNCE_LIMIT(250000)) debounce_inst(
        .i_clk(i_clk),
        .i_bouncy(i_switch_1),
        .o_debounced(w_debounced_switch)
    );
    led_toggle led_toggle_inst(
        .i_clk(i_clk),
        .i_switch_1(w_debounced_switch),
        .o_led_1(o_led_1)
    );
endmodule
module debounce_filter #(parameter
    DEBOUNCE_LIMIT = 20
    ) (
    input i_clk,
    input i_bouncy,
    output o_debounced
);
reg[$clog2(DEBOUNCE_LIMIT)-1:0] r_count = 0;
reg r_state = 1'b0;
always @(posedge i_clk)
begin
  if(i_bouncy !== r_state && r_count < DEBOUNCE_LIMIT-1)
    begin
        r_count <= r_count +1;
    end
    else if(r_count == DEBOUNCE_LIMIT-1)
    begin
        r_state <= i_bouncy;
        r_count <= 0;
    end
    else
    begin
        r_count <= 0;
    end
end
assign o_debounced = r_state;
endmodule
module led_toggle(
    input i_clk,
    input i_switch_1,
    output o_led_1
);
reg r_led_1 = 1'b0;
reg r_switch_1 = 1'b0;
always @(posedge i_clk)
begin
    r_switch_1 <= i_switch_1;
    if(i_switch_1 == 1'b0 && r_switch_1 == 1'b1)
    begin
        r_led_1 <= ~ r_led_1;
    end
end
assign o_led_1 = r_led_1;
endmodule
File: run.sh
#!/bin/bash
# OpenROAD 26Q1-2900-gdf79404cd8, Yosys 0.63+post, stock flow scripts
make -C /OpenROAD-flow-scripts/flow DESIGN_CONFIG=/design/flow/config.mk WORK_HOME=/design/flow/orfs finish
File: config.mk
export PLATFORM = sky130hd
export DESIGN_NAME = state_machine_project_top
export DESIGN_NICKNAME = state_machine_project_top
export VERILOG_FILES = /design/flow/design.v
export SDC_FILE = /design/flow/constraint.sdc
export NUM_CORES = 4
export LEC_CHECK = 1
export CORE_UTILIZATION = 30
File: constraint.sdc
current_design state_machine_project_top

set clk_period 5.9
set clk_io_pct 0.2

create_clock -name clk0 -period $clk_period [get_ports {i_clk}]

set non_clock_inputs [all_inputs -no_clocks]
set_input_delay [expr $clk_period * $clk_io_pct] -clock clk0 $non_clock_inputs
set_output_delay [expr $clk_period * $clk_io_pct] -clock clk0 [all_outputs]
==> changes_impl.md <==
### Physical design

- Status: finished clean
- Final min period: 4.49 ns
- Synthesized area: 6970 um^2
- # DRC: 0
- Post-synth EDFFs: 51
- Critical path endpoint category: primary output
- CTS buffer count: 17
- Worst Path Arrival: 3.31 ns
- Comb. cell area: 2960 um^2
- CP Max Fanout: 5
- First-pass GRT wire length: 20200 um
- Routability Congestion: 0.836
- Max stage delay on crit path: 0.56 ns
- Root Driver: clkbuf_16
- Postcts setup bufs: 0
- Area delta synth->final: 15.7%
- Hold Violations, Final: 0
- DP Wirelength: 7540 um
- Place WS: 1.85 ns
- Setup TNS: 0 ns
- Max Cap Viol: 0
- Num rows: 55
- Initial DRC Count: 192
- Resize count post-CTS: 0
- Required time worst endpoint: 4.72 ns
- Finish-stage setup viols: 0
- Seq cells post-synth: 168
- CTS tree: yes
- Ys async rst share: 0%
- CP dominant cell by count: ha_1
- Final antenna-violating net count: 0
- Total wire length: 11300 um
- Final setup slack of the worst path: 1.41 ns
- Post-CTS Hold Buffers: 0
- Layout cells sized above 1: 6.49%
- Least-Margin Pin Slew: 1.04 ns
- Critical Path Source Type: flip-flop
- Top_reg_cell synth: dfxtp_1
- Largest net degree at the start of global routing: 26
- Syn_area_per_cell: 10.2 um^2
- Total grt overflow: 0
- GRT Resource Usage Total: 10.4%
- Worst-Skew Late Latency: 0.42 ns
- Worst Hold Class: flip-flop to flip-flop
- CP max-delay cell: or4_4
- Register Area: 3870 um^2
- Synthesis area per yosys: 6970 um^2
- Max Used Layer: met4
- Chip area: 23900 um^2
- Wire length on met2: 4730 um
- Yosys cell count: 685
- Worst-path clk slew: 0.07 ns
- Routed len/inst: 11.2 um
- Vias in the first global route: 4404
- RSZ-0062 raised after global routing: no
- Die Ht: 154 um
- H-tree depth: 4
- Setup Skew: 0.00616 ns
- Initial core utilization: 30.7%
- Pwr/cell area: 289 nW/um^2
- WL met3: 467 um
- Fmax: 0.223 GHz
- Post-synthesis cell count: 685
- Slew Limit Fails: 0
- Synth cell types: 47
- Bufs on Longest Clock Path: 2
- Io pins: 17
- Core Region: 22700 um^2
- Total tool warning count: 36
- Setup CP Type: flip-flop to primary output
- Fillers: 2242
- Port buffer count: 15
- Synth Warn #: 6
- Initial antenna violation count: 0
- Headroom to the max-slew limit: 29.0%
- Vias per std cell: 4.56
- Synth Seq Share: 55.6%
- P_leak: 0.00294 uW
- R2R setup slack: 2.16 ns
- Via count: 4596
- DRT met1 WL: 6060 um
- CP Cell Sequence: ha_1 -> ha_1 -> or4_4 -> or2_1 -> a31oi_1 -> nand2_1 -> o21ai_0 -> clkdlybuf4s50_1
- Die X: 154 um
- Initial DRT Pass Iterations: 5
- Diodes inserted: 0
- Sink Count: 168
- Max VDD drop: 0.000178 V
- Final Cycle Share: 76.1%
==> Yosys cell counts (2+ instances only) <==
| library cell | instances | area, um^2 |
|---|---|---|
| xnor2_1 | 38 | 333 |
| a21oi_1 | 18 | 90.1 |
| nand2b_1 | 3 | 18.8 |
| o21bai_1 | 2 | 15.0 |
| nand4_1 | 19 | 119 |
| a211oi_1 | 3 | 22.5 |
| nand3_1 | 36 | 180 |
| mux2i_1 | 2 | 20.0 |
| clkbuf_1 | 13 | 48.8 |
| dfxtp_1 | 117 | 2340 |
| nand4b_1 | 4 | 35.0 |
| a22o_1 | 2 | 17.5 |
| nor3_1 | 15 | 75.1 |
| o21ai_0 | 12 | 60.1 |
| edfxtp_1 | 51 | 1530 |
| nor2b_1 | 7 | 43.8 |
| and2_1 | 4 | 25.0 |
| a31oi_1 | 6 | 37.5 |
| xor2_1 | 57 | 499 |
| inv_1 | 22 | 82.6 |
| and3_1 | 14 | 87.6 |
| ha_1 | 19 | 238 |
| or3_1 | 3 | 18.8 |
| a21o_1 | 2 | 15.0 |
| a41oi_1 | 4 | 35.0 |
| nand2_1 | 49 | 184 |
| nor4_1 | 11 | 68.8 |
| a22oi_1 | 4 | 30.0 |
| nor2_1 | 118 | 443 |
| and4_1 | 9 | 78.8 |
| a2111oi_2 | 2 | 30.0 |
| o21ai_1 | 4 | 20.0 |
==> per-stage QoR <==
| step | hold slack, ns | power, uW | util [%] | std cells | instance area, um^2 |
|---|---|---|---|---|---|
| 2_1_floorplan | 0.310 | 1240 | - | 685 | 6970 |
| 6_report | 0.323 | 2330 | 35.5 | 1009 | 8070 |
| 5_1_grt | 0.332 | 2420 | 35.5 | 1009 | 8070 |
| 3_3_place_gp | 0.312 | 1250 | 32.9 | 977 | 7470 |
| 4_1_cts | 0.327 | 2360 | 35.5 | 1009 | 8070 |
| 3_5_place_dp | 0.312 | 1250 | 32.9 | 977 | 7470 |
==> registers in the layout (all words and copies together), names as in the netlist, 3 cells and up <==
name and flops:
debounce_sw1.r_count 18, debounce_sw2.r_count 18, debounce_sw3.r_count 18, debounce_sw4.r_count 18, game_inst.count_inst.r_counter 24, game_inst.lfsr_inst.r_lfsr 22, game_inst.o_score 4, game_inst.r_index 3
game_inst.r_pattern 16, game_inst.r_sm_main 7, scoreboard.r_hex_encoding 7
==> final cells by class <==
type,count,share of cell area (%)
Sequential cell,168,48.0
Multi-Input combinational cell,480,36.6
Clock buffer,17,5.27
Tap cell,285,4.42
Timing Repair Buffer,22,2.51
Clock inverter,15,2.14
Inverter,22,1.02
==> power breakdown <==
part / internal, uW / total (uW) / leakage (uW) / switching [uW]
registers: 1190 / 1190 / 0.00145 / 5.60
logic: 11.3 / 26.2 / 0.00120 / 14.9
clock network: 608 / 1110 / 0.000289 / 502
total: 1810 / 2330 / 0.00294 / 523
==> cells by family after synthesis <==
logic type,after synthesis,share of synthesized area [%]
DFF,168,55.6
other,1,0.0538
buffers and inverters,37,2.05
xor gates and xnor gates,95,11.9
adders and majority gates,19,3.41
muxes,3,0.449
and+or+nand+nor,296,20.2
AOI/OAI and AO/OA,66,6.32
==> worst max-delay path: cells and delay by family (launching register included) <==
family          cells  cell delay, ns
flops               1            0.48
fa+ha+maj           2            0.51
buf+inv             1            0.48
compound gates      2            0.47
simple gates        3            0.96
==> final timing paths <==
kind | from | end | depth (start not counted)
min reg2reg | game_inst.lfsr_inst.r_lfsr[18]$_DFF_P_ | game_inst.lfsr_inst.r_lfsr[19]$_DFF_P_ | 0
max | game_inst.r_index[0]$_DFFE_PP_ | o_led_3 | 8
max reg2reg | game_inst.r_index[0]$_DFFE_PP_ | game_inst.r_index[2]$_DFFE_PP_ | 8
min | game_inst.lfsr_inst.r_lfsr[18]$_DFF_P_ | game_inst.lfsr_inst.r_lfsr[19]$_DFF_P_ | 0
==> routing by layer <==
| layer | up-vias | GRT usage (%) |
|---|---|---|
| met5 | - | 0 |
| li1 | 2427 | - |
| met2 | 50 | 15.3 |
| met3 | 4 | 3.17 |
| met1 | 2115 | 16.2 |
| met4 | 0 | 0.943 |
==> cells in the final DEF (no fill, tap or decap), types with 12 or more instances in the layout <==
cell,count
nand3_1,36
nor3_1,15
and3_1,14
clkbuf_16,17
inv_1,22
nand2_1,49
nand4_1,19
o21ai_0,12
xor2_1,57
xnor2_1,38
ha_1,19
a21oi_1,18
nor2_1,118
dfxtp_1,117
edfxtp_1,51
clkdlybuf4s50_1,15
Power is estimated from default activity; no workload was simulated.
