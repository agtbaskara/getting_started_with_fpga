--- design.v ---
module count_and_toggle #(COUNT_LIMIT = 10) (
    input i_clk,
    input i_enable,
    output reg o_toggle
);
reg [$clog2(COUNT_LIMIT-1):0] r_counter;
always @(posedge i_clk) begin
    if(i_enable == 1'b1) begin
        if(r_counter == COUNT_LIMIT - 1) begin
            o_toggle <= !o_toggle;
            r_counter <= 0;
        end
        else begin
            r_counter <= r_counter + 1;
        end
    end
    else begin
        o_toggle <= 1'b0;
    end
end
endmodule
module demux_count_top (
    input i_clk,
    input i_switch_1,
    input i_switch_2,
    output o_led_1,
    output o_led_2,
    output o_led_3,
    output o_led_4
);
localparam COUNT_LIMIT = 4194303;
wire w_counter_toggle;
count_and_toggle #(.COUNT_LIMIT(COUNT_LIMIT)) toggle_counter(
    .i_clk(i_clk),
    .i_enable(1'b1),
    .o_toggle(w_counter_toggle)
);
demux_1_to_4 demux_inst(
    .i_data(w_counter_toggle),
    .i_sel0(i_switch_1),
    .i_sel1(i_switch_2),
    .o_data0(o_led_1),
    .o_data1(o_led_2),
    .o_data2(o_led_3),
    .o_data3(o_led_4)
);
endmodule
module demux_1_to_4 (
    input i_data,
    input i_sel0,
    input i_sel1,
    output o_data0,
    output o_data1,
    output o_data2,
    output o_data3
);
assign o_data0 = !i_sel0 & !i_sel1 ? i_data : 1'b0;
assign o_data1 = !i_sel0 & i_sel1 ? i_data : 1'b0;
assign o_data2 = i_sel0 & !i_sel1 ? i_data : 1'b0;
assign o_data3 = i_sel0 & i_sel1 ? i_data : 1'b0;
endmodule
--- run.sh ---
#!/bin/bash
# OpenROAD 26Q1-2900-gdf79404cd8, Yosys 0.63+post, stock flow scripts
make -C /OpenROAD-flow-scripts/flow DESIGN_CONFIG=/design/flow/config.mk WORK_HOME=/design/flow/orfs finish
--- config.mk ---
export PLATFORM = sky130hd
export DESIGN_NAME = demux_count_top
export DESIGN_NICKNAME = demux_count_top
export VERILOG_FILES = /design/flow/design.v
export SDC_FILE = /design/flow/constraint.sdc
export NUM_CORES = 4
export LEC_CHECK = 1
export CORE_AREA = 10 10 106 106
export DIE_AREA = 0 0 116 116
--- constraint.sdc ---
current_design demux_count_top

set clk_period 6.3
set clk_io_pct 0.2

create_clock -name clk0 -period $clk_period [get_ports {i_clk}]

set non_clock_inputs [all_inputs -no_clocks]
set_input_delay [expr $clk_period * $clk_io_pct] -clock clk0 $non_clock_inputs
set_output_delay [expr $clk_period * $clk_io_pct] -clock clk0 [all_outputs]
==> results.txt <==
run metrics: Sink Count=24, final worst path period need=3710 ps, Initial DRC Count=22, initial antenna violation count=0, Final Util=between 10% and 20%, Worst Setup Start Kind=input pin, slew at the pin closest to its max-slew limit=around 760 ps, vias in the first global route=approximately 820, ys flops=24, final hold slack=453 ps, gr usage total=~3.3%, fill count=roughly 990, Top cell excl fill/tap=dfxtp_1, Yosys Instances=around 140, PostCTS Resize Cnt=0, max_cap viols=0, Worst setup EP type=output pin, port bufs=6, r2r setup slk=around 4000 ps, Worst slew margin=49.4%, HPWL reported at the end of detailed placement=between 1500 and 2000 um, post-CTS setup buffer count=0, IO Count=7, clock root buffer=clkbuf_8, average wire per standard cell=8.72 um, die y size=~120 um, Post-synth EDFFs=1, first-pass GRT wire length=3770 um, clk latency late pin=260 ps, total die size=between 10000 and 15000 um2, status=finished clean, DRT antenna net count=0, share of layout cells above drive strength 1=between 7 and 8%, Worst Skew=roughly 1.2 ps, RePlAce Congestion=approximately 0.79, Core Region=8850 um2, TNS Setup=0 ps, CP Class=in -> out, synthesized area=1150 um2, Peak VDD IR=about 82 uV, total gr overflow=0, asr flop ratio synth=0%, PD cells=about 190 nW/um2, Clock Path Buffers=2, via count=904, Lkg Pwr=around 0.47 nW, Power, Total=~0.00026 W, Post-Syn Instances=between 100 and 150, Die X-Extent=116 um, Syn Area/Cell=8.55 um2, Tightest Hold Check Type=reg -> reg, RSZ-0062 raised after global routing=false, Final Hold Viols=0, Slew Limit Fails=0, Yosys warning total=1, placed insts=244, drt drc=0, Reg clk slew, reported paths=roughly 80 ps, largest net degree at the start of global routing=14, CTS tree=yes, Distinct lib cells used=31, Top cells excl fill/tap=23 x dfxtp_1, 20 x nor2_1, 13 x nand3_1, ant diodes=0, Non-Filler Instances=between 200 and 250, FMAX=between 200 and 300 MHz, drt total wl=about 2200 um, count of tool warnings=26, DR vias/cell=about 3.6, critical path fanouts, max=4, crit path DRT=about 5000 ps, sequential share of the synthesized area=42.5%, H-Tree Depth=1, Main synth FF type=dfxtp_1, Final setup viols=0, hold buffers post-CTS=0, router iterations before antenna repair=4, TritonCTS buffer count=3, Area growth syn-to-layout=19.8%, Final Cycle Share=about 59%, CP arrival=between 2000 and 2500 ps, FP Util=13.1%, area reported by Yosys stat=between 1000 and 1500 um2, Cell Rows=34
[kinds of logic after synthesis]
group,after synthesis,synth area share [%]
buffers and inverters,9,3.47
AND/OR/NAND/NOR,74,34.8
AND-OR/OR-AND,11,5.74
adder cells (fa/ha/maj),2,2.17
flip-flops,24,42.5
XOR/XNOR,15,11.4
[synth_stat cells (all sizes together) (3+ instances only)]
master | n | share of area [%]
buf | 5 | 2.2
dfxtp | 23 | 40
or3 | 4 | 2.2
and4 | 4 | 3.1
nor4 | 3 | 1.6
o21ai | 6 | 2.6
xor2 | 8 | 6.1
nand3 | 14 | 6.5
nor3 | 3 | 1.3
nand4 | 11 | 6.5
nand2 | 8 | 2.6
nor2 | 20 | 6.5
xnor2 | 7 | 5.3
inv | 3 | 0.98
a21oi | 3 | 1.6
[flip-flops by register name, summed over array words and instances, names as in the netlist]
| register | cells |
|---|---|
| toggle_counter.r_counter | 23 |
| toggle_counter.o_toggle | 1 |
[where the power goes]
group	internal [W]	total (W)	switching [W]
logic	0.00000245	0.00000329	0.000000843
clock network	0.0000557	0.000102	0.0000459
registers	0.000152	0.000152	0
total	0.000211	0.000257	0.0000467
[worst max-delay path: stages]
cell	delay [ps]
clkdlybuf4s50_1	510
nor3b_1	190
clkdlybuf4s50_1	500
[stage by stage]
stage / cell area, um2 / setup slack (ps)
final: 1380 / 2590
after global routing: 1380 / 2520
after CTS: 1380 / 2570
after detailed placement: 1330 / 2570
after global placement: 1330 / 2600
after floorplan: 1150 / 3660
[metal layers]
layer / GRT usage (%) / wire length [um]
met1: 4.74 / 1130
met2: 4.97 / 922
met3: 0.837 / 79
met4: 0.417 / 31
met5: 0 / 0
[final cells by class]
| cell class | count | area [um2] | share of cell area, % |
|---|---|---|---|
| multi-input combinational | 102 | 624 | 45.1 |
| sequential | 24 | 490 | 35.4 |
| tap | 108 | 135 | 9.76 |
| timing repair buffer | 7 | 67.6 | 4.88 |
| clock buffer | 4 | 55.1 | 3.98 |
| inverter | 3 | 11.3 | 0.814 |
[worst paths after layout]
check / depth (start not counted) / startpoint / end
worst max-delay path: 3 / i_switch_2 / o_led_2
worst min register to register: 1 / toggle_counter.r_counter[22]$_SDFF_PN0_ / toggle_counter.r_counter[22]$_SDFF_PN0_
worst min-delay path: 1 / toggle_counter.r_counter[22]$_SDFF_PN0_ / toggle_counter.r_counter[22]$_SDFF_PN0_
worst max register to register: 4 / toggle_counter.r_counter[2]$_SDFF_PN0_ / toggle_counter.o_toggle$_DFFE_PN_
Power figures rest on the tool's default switching activity, not on a simulated workload.
